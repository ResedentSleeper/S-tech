## /design/flow/config.mk

```make
export PLATFORM = sky130hd
export DESIGN_NAME = func
export DESIGN_NICKNAME = func
export VERILOG_FILES = /design/flow/design.v
export SDC_FILE = /design/flow/constraint.sdc
export NUM_CORES = 4
export LEC_CHECK = 1
export CORE_UTILIZATION = 30
```

## /design/flow/constraint.sdc

```tcl
current_design func

set clk_period 7.6
set clk_io_pct 0.2

create_clock -name clk0 -period $clk_period [get_ports {clk_i}]

set non_clock_inputs [all_inputs -no_clocks]
set_input_delay [expr $clk_period * $clk_io_pct] -clock clk0 $non_clock_inputs
set_output_delay [expr $clk_period * $clk_io_pct] -clock clk0 [all_outputs]
```

## /design/flow/design.v

```verilog
`timescale 1ns / 1ps
module cube (
  input clk_i,
  input rst_i,
  input [7:0] x_bi,
  input start_i,
  output [1:0] busy_o,
  output reg [23:0] y_bo 
);
  localparam IDLE = 2'b00, FIRST_WORK = 2'b01, SECOND_WORK = 2'b10;
  reg [15:0] a;
  reg [7:0] b;
  wire [23:0] result;
  wire mult_busy;
  reg [1:0] state;
  reg start;
  reg start_end;
  assign busy_o=state;
  mult multiple(
    .clk_i(clk_i),
    .rst_i(rst_i),
    .a_bi(a),
    .b_bi(b),
    .start_i(start),
    .busy_o(mult_busy),
    .y_bo(result)
  );
  always @(posedge clk_i)
    if (rst_i) begin
      y_bo <= 0;
      state <= IDLE;
    end else begin
      case (state)
		IDLE:
			if (start_i) begin
				if (x_bi==0) begin
					y_bo <= 0;
				end else begin
					state <= FIRST_WORK;
					a <= {8'b0,x_bi};
					b <= x_bi;
					start <= 1;
					start_end <= 0;
				end
			end
		FIRST_WORK:
			begin
				if (start_end==0) begin
					start_end <= 1;
				end else begin
					start <= 0;
				end
				if (mult_busy==0 && start==0) begin
					state <= SECOND_WORK;
					a <= result[15:0];
					b <= x_bi;
					start <= 1;
					start_end <= 0;
				end
			end
		SECOND_WORK:
			begin
				if (start_end==0) begin
					start_end <= 1;
				end else begin
					start <= 0;
				end
				if (mult_busy==0 && start==0) begin
                    state <= IDLE;
                    y_bo <= result;
				end
			end
	  endcase
    end
endmodule
`timescale 1ns / 1ps
module func(
	input clk_i,
	input rst_i,
	input start_i,
	input [7:0] a_i,
	input [7:0] b_i,
	output busy_o,
	output reg [23:0] y_o 
);
  localparam IDLE = 1'b0, WORK=1'b1;
  wire [1:0] busy_cube, busy_sqrt;
  reg start_cube,start_sqrt,state;
  reg [23:0] part_result;
  wire [23:0] result_cube;
  wire [3:0] result_sqrt;
  reg [7:0] a,b;
  wire done;
  cube cube1(
	.clk_i(clk_i),
	.rst_i(rst_i),
	.x_bi(a),
	.start_i(start_cube),
	.busy_o(busy_cube),
	.y_bo(result_cube)
  );
  sqrt sqrt1(
	.clk_i(clk_i),
	.rst_i(rst_i),
	.x_i(b),
	.start_i(start_sqrt),
	.busy_o(busy_sqrt),
	.y_o(result_sqrt)
  );
  assign busy_o = state;
  assign done = (busy_sqrt==0 && busy_cube==0 && (result_cube!=0 && a!=0 || result_cube==0 && a==0) && (result_sqrt!=0 && b!=0 || result_sqrt==0 && b==0));  
  always @(posedge clk_i)
    if (rst_i) begin
      y_o <= 0;
      state <= IDLE;
    end else begin
      case (state)
		IDLE:
			if (start_i) begin
				a <= a_i;
				b <= b_i;
				start_cube <= 1;
				start_sqrt <= 1;
				state <= WORK;
			end
		WORK:
			begin
				if (done) begin
					y_o <= result_cube+result_sqrt;
					state <= IDLE;
				end
			end
	  endcase
        if (start_i) begin
	  end
    end   
 always @(posedge clk_i) begin
	if (busy_cube) begin
		start_cube <= 0;
	end
 end
 always @(posedge clk_i) begin
	if (busy_sqrt) begin
		start_sqrt <= 0;
	end
 end
endmodule
`timescale 1ns / 1ps
module mult(
  input clk_i,
  input rst_i,
  input [15:0] a_bi,
  input [7:0] b_bi,
  input start_i,
  output busy_o,
  output reg [23:0] y_bo 
);
  localparam IDLE = 1'b0, WORK = 1'b1;
  reg [2:0] ctr;
  wire [2:0] end_step;
  wire [23:0] part_sum;
  wire [23:0] shifted_part_sum;
  reg [7:0] b;
  reg [15:0] a;
  reg [23:0] part_res;
  reg state;
  assign part_sum = a&{16{b[ctr]}};
  assign shifted_part_sum=part_sum<<ctr;
  assign end_step=(ctr==3'h7);
  assign busy_o=state;
  always @(posedge clk_i)
	if (rst_i) begin
		ctr <= 0 ;
		part_res <= 0 ;
		y_bo <= 0 ;
		state <= IDLE;
	end else begin
		case (state)
			IDLE:
				if (start_i) begin
					state <= WORK;
					a <= a_bi;
					b <= b_bi;
					ctr <= 0;
					part_res <= 0;
				end
			WORK:
				begin
					if (end_step) begin
						state <= IDLE;
						y_bo <= part_res+shifted_part_sum;
					end else begin
					   part_res <= part_res+shifted_part_sum;
					   ctr <= ctr+1;
					end
				end
		endcase
	end
endmodule
`timescale 1ns / 1ps
module sqrt(
  input clk_i,
  input rst_i,
  input start_i,
  input [7:0] x_i,
  output [1:0] busy_o,
  output reg [3:0] y_o 
);
    localparam IDLE = 2'b00, Y_WORK = 2'b01, X_WORK = 2'b10;
    reg [6:0] m,y,b;
    reg [7:0] x;
    wire x_above_b,end_step;
    reg [1:0] state;
    assign busy_o=state;
    assign x_above_b=(x>=b);
    assign end_step=(m==0);
    always @(posedge clk_i)
        if (rst_i) begin
            y_o <= 0;
            state <= IDLE;
        end else begin
        case (state)
            IDLE:
                if (start_i) begin
				    x <= x_i;
				    m <= 7'b1000000;
				    y <= 0;
				    state <= Y_WORK;
			    end
            Y_WORK:
                if (!end_step) begin
				    b <= y|m;
				    y <= y>>1;
				    state <= X_WORK;
			    end else begin
				    y_o <= y;
				    state <= IDLE;
			    end
		     X_WORK: begin
			    if (x_above_b) begin
					x <= x-b;
					y <= y|m;
				end
				m <= m>>2;
				state <= Y_WORK;
			end
	  endcase
    end   
endmodule
```

## /design/flow/run.sh

```bash
#!/bin/bash
# OpenROAD 26Q1-2900-gdf79404cd8, Yosys 0.63+post, stock flow scripts
make -C /OpenROAD-flow-scripts/flow DESIGN_CONFIG=/design/flow/config.mk WORK_HOME=/design/flow/orfs finish
```

==> Slide: Implementation Results <==
Run Summary

Status
  – Status: finished clean

CTS
  – CTS tree: yes
  – H-tree depth: 1
  – CTS sink count: 201
  – Clock Tree Root: clkbuf_16
  – CTS Buf Count: 23
  – Clock buffer depth: 3
  – PostCTS Resize Cnt: 0
  – Post-CTS Setup Repair Bufs: 0
  – Clock-pin slew on the worst setup and hold paths: 0.06 ns
  – Skew-Pair Late Insertion Delay: 0.51 ns
  – CTS Hold Bufs: 0

Place
  – DP HPWL: 16950 µm
  – Count of input and output buffers: 43
  – Routability Congestion: 0.9362

Cells and area
  – Share of cells above drive strength 1: 0.07974
  – Area Overhead vs Synth: 16.35%
  – Logic area: 0.004883 mm²
  – Fill count: 3323
  – Register area: 0.004945 mm²

Logic synthesis
  – Mux area share: 0.07645
  – Post-synthesis cell type with the largest combined area: edfxtp_1
  – Async SR Flop Fraction: 0
  – Ys flop type: dfxtp_1
  – Seq share, synth: 0.4881
  – Adders+Majority by Area: 0.06150
  – Avg Cell Area, Syn: 9.932 µm²
  – Simple Share, Synth: 0.1728
  – Most common cell in the netlist: nand2_1
  – Top logic family: simple AND/OR/NAND/NOR gates
  – YS chip area: 0.01013 mm²
  – Top cell area share: 0.2727
  – Synth Register Bits: 201
  – EDFF count, synth: 92
  – Area of the mapped netlist: 0.01013 mm²
  – Yosys Instances: 1020
  – Most common library cells after synthesis: 125 x nand2_1, 109 x dfxtp_1, 92 x edfxtp_1
  – Top cells by area: edfxtp_1 27%, dfxtp_1 22%, ha_1 5.6%
  – Synth unique cells: 65
  – AO/OA Area Share: 0.1266
  – Syn. warnings: 6
  – Yosys xor share: 0.04310
  – Synth Instances: 1020

Setup path
  – Kind of critical path: reg2reg
  – Worst Setup Start Kind: register
  – CP required: 8.05 ns
  – CP Capture Type: register
  – Worst EP arrival: 4.70 ns
  – Worst-path fanout max: 31
  – R2R Setup Slk: 3.35 ns

Drt
  – Vias/cell: 4.815
  – DRT antenna net count: 0
  – Routed vias: 7261
  – WL/cell: 15.56 µm
  – Starting DRT DRC Count: 442
  – # diodes: 0
  – Remaining DRCs: 0
  – Router iterations before antenna repair: 5
  – DRT Wirelength: 23470 µm

Timing
  – Final Skew: 0.008671 ns
  – Tmin final: 4.251 ns
  – Max_slew headroom: 0.4286
  – Final period utilization: 0.5594
  – Final setup violating endpoints: 0
  – Slew Viols, Final: 0
  – RSZ-0062 raised after global routing: false
  – Worst Max-Slew Pin Slew: 0.8355 ns
  – Max Clk Rate: 235.2 MHz
  – Final hold slack: 0.4135 ns
  – Final Hold Viols: 0
  – Setup Total Neg Slack: 0 ns

GRT
  – Pin count of the biggest net entering global routing: 56
  – First-pass GRT wire length: 38610 µm
  – Number of global-route vias before repair: 7206
  – GR Util All Layers: 0.1468
  – GR Overflow Total: 0
  – Initial antenna violation count: 0

Die
  – Die X: 185.8 µm
  – Die ar.: 0.03451 mm²
  – Ports: 44
  – Num rows: 66
  – Core area: 0.03287 mm²
  – Initial Util: 0.3082
  – Chip height: 185.8 µm

Power and ir drop
  – Pwr Density: 272.4 mW/mm²
  – P_leak: 0.004480 µW
  – Max VDD drop: 0.0002749 V

Run
  – MaxCap Viol Count: 0
  – OpenROAD warnings: 32

Min path
  – Worst min path class: reg2reg
[cell type report]
type / instances / area share
timing repair buffer: 57 / 0.04522
inverter: 29 / 0.009235
clock buffer: 30 / 0.05275
clock inverter: 12 / 0.01210
sequential: 201 / 0.4195
tap: 442 / 0.04692
multi-input combinational: 737 / 0.4143
[final timing paths]
| check | start | to | cells after the start |
|---|---|---|---|
| worst min register to register | cube1.b[4] | cube1.multiple.b[4] | 0 |
| worst max register to register | cube1.multiple.ctr[0] | cube1.multiple.y_bo[21] | 15 |
| worst max-delay path | cube1.multiple.ctr[0] | cube1.multiple.y_bo[21] | 15 |
| worst min-delay path | cube1.b[4] | cube1.multiple.b[4] | 0 |
[per-layer routing]
layer | global-route usage | part of all wire
met5 | 0 | 0
met4 | 0.03344 | 0.025
met3 | 0.02373 | 0.041
met2 | 0.2300 | 0.46
met1 | 0.2196 | 0.48
[critical path, stage by stage, from the launching register on]
cell and delay, ns:
dfxtp_1 0.30, buf_4 0.35, mux4_2 0.61, nand2_1 0.14
and2_1 0.41, nor3_1 0.10, a31oi_1 0.19, o21ai_0 0.14
ha_1 0.43, a21oi_1 0.13, a21oi_1 0.19, nand2_1 0.12
o31ai_1 0.33, a41oi_1 0.23, or4_1 0.44, nand3_1 0.07
[cells in the final DEF (no fill, tap or decap), types with 25 or more instances in the layout]
master,count
dfxtp_1,109
clkdlybuf4s50_1,42
nand2_1,125
nand3_1,54
xnor2_1,25
mux2i_1,47
ha_1,45
a21oi_1,86
nor2_1,87
edfxtp_1,92
inv_1,27
o21ai_0,29
[report_power, final]
| group | leakage [µW] | internal, µW | switching, µW |
|---|---|---|---|
| registers | 0.00175 | 1310 | 69.5 |
| clock network | 0.000366 | 680 | 434 |
| logic | 0.00236 | 272 | 449 |
| total | 0.00448 | 2260 | 952 |
[metrics by stage]
step,area [µm²],utilization,power (µW),cells,worst slack (ns)
2_1_floorplan,10130,-,1921,1020,2.998
3_3_place_gp,11020,0.3354,2118,1466,3.481
3_5_place_dp,11020,0.3354,2116,1466,3.398
4_1_cts,11790,0.3586,3244,1508,3.378
5_1_grt,11790,0.3586,3380,1508,2.987
6_report,11790,0.3586,3211,1508,3.349
[state kept, by name, summed over array words and instances (netlist names)]
register / cells
a: 8
cube1.b: 8
cube1.start: 1
cube1.multiple.a: 16
cube1.state: 2
cube1.multiple.b: 8
cube1.y_bo: 24
cube1.multiple.ctr: 3
cube1.multiple.part_res: 24
cube1.a: 16
cube1.start_end: 1
sqrt1.y_o: 4
sqrt1.state: 2
sqrt1.x: 8
cube1.multiple.y_bo: 24
y_o: 24
sqrt1.b: 7
cube1.multiple.state: 1
state: 1
sqrt1.y: 7
sqrt1.m: 4
b: 8
[logic make-up after synthesis]
| family | after synthesis |
|---|---|
| xor gates and xnor gates | 49 |
| DFF | 201 |
| muxes | 68 |
| buffers and inverters | 82 |
| AOI/OAI and AO/OA | 201 |
| and+or+nand+nor | 371 |
| adders and majority gates | 48 |
Power figures rest on the tool's default switching activity, not on a simulated workload.
