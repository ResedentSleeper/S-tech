==> design.v <==
`timescale 1ns / 1ps
module comparator(
    input a0, 
    input a1,
    input a2,
    input a3,
    input b0, 
    input b1,
    input b2,
    input b3,
    output a_bigger,
    output b_bigger,
    output equals
    );
    wire n_b0, n_b1, n_b2, n_b3;
    wire a_bigger0, a_bigger1, a_bigger2, a_bigger3;      
    wire equals0, equals1, equals2, equals3;    
    not(n_b0, b0);
    not(n_b1, b1);
    not(n_b2, b2);
    not(n_b3, b3);
    xnor(equals0, a0, b0);
    xnor(equals1, a1, b1);
    xnor(equals2, a2, b2);
    xnor(equals3, a3, b3);
    and(equals, equals0, equals1, equals2, equals3);
    and(a_bigger3, n_b3, a3);
    and(a_bigger2, n_b2, a2, equals3);
    and(a_bigger1, n_b1, a1, equals3, equals2);
    and(a_bigger0, n_b0, a0, equals3, equals2, equals1);
    or(a_bigger, a_bigger0, a_bigger1, a_bigger2, a_bigger3);
    nor(b_bigger, equals, a_bigger);
endmodule
==> run.sh <==
#!/bin/bash
# OpenROAD 26Q1-2900-gdf79404cd8, Yosys 0.63+post, stock flow scripts
make -C /OpenROAD-flow-scripts/flow DESIGN_CONFIG=/design/flow/config.mk WORK_HOME=/design/flow/orfs finish
==> config.mk <==
export PLATFORM = sky130hd
export DESIGN_NAME = comparator
export DESIGN_NICKNAME = comparator
export VERILOG_FILES = /design/flow/design.v
export SDC_FILE = /design/flow/constraint.sdc
export NUM_CORES = 4
export LEC_CHECK = 1
export CORE_AREA = 10 10 70 70
export DIE_AREA = 0 0 80 80
==> constraint.sdc <==
current_design comparator

set clk_period 1.6
set clk_io_pct 0.2

create_clock -name clk0 -period $clk_period

set non_clock_inputs [all_inputs -no_clocks]
set_input_delay [expr $clk_period * $clk_io_pct] -clock clk0 $non_clock_inputs
set_output_delay [expr $clk_period * $clk_io_pct] -clock clk0 [all_outputs]
==> results.txt <==
Latest figures from synthesis and place and route.

Measured along the x axis, the die boundary spans 80 um. For reference, the critical path is launched at a0. The clock buffer count is 0.

The height of the die is approximately 80 um. The final timing summary puts the cycle share of the worst path at 0.947. Per the final timing report, the hold violations number 0.

The reported leakage power is ~0.14 nW. The transition time at the pin with the least slew margin is between 0.2 and 0.25 ns. Of the total synthesized cell area, the portion taken by AND-OR and OR-AND cells is 0.355. The buffer_ports step reported a buffer count of 11. The final critical-path setup slack is roughly 0.085 ns.

Per the timing report, the biggest fanout along the worst path comes to 2. The category of the worst setup path launch point is an input pin. The total number of yosys warnings is 0. The multiplexer area fraction after synthesis is 0. The power density over cell area is between 200 and 300 mW/mm^2. The largest net degree at the start of global routing is 4. The tally of max-capacitance violations is 0. The floorplan step records an initial core utilization of 0.0341. For this block, the via count after detailed routing is approximately 160. The number of inserted filler cells in the final layout is 398. The fmax is ~660 MHz.

Of the total synthesized cell area, the portion taken by XOR and XNOR cells is 0. The analysis reports a worst IR drop on VDD of roughly 0.038 mV. The number of global-route vias before repair was approximately 180. The adder and majority cell fraction of the synthesized area is 0.430. The number of antenna violations at the first check in global routing is 0.

The total iterations of the first detailed-routing run is 2. Per the detail_route report, vias per standard cell equal 2.11. The most common logic cells in the final layout are 4 x sky130_fd_sc_hd__ha_4, 4 x sky130_fd_sc_hd__buf_2, 3 x sky130_fd_sc_hd__inv_2, 3 x sky130_fd_sc_hd__buf_6, 3 x sky130_fd_sc_hd__buf_4. Buffers inserted to repair hold after CTS numbered 0. The final report gives the standard cell area, fillers excluded, as approximately 370 um^2. The total placed cells including tap cells is 72. The worst slack at placement is -0.760 ns.

The register area is 0 um^2. The warning total across the stage logs is 32. The critical path endpoint has a required time of ~1.3 ns. The count of standard-cell rows is 21. The dominant combinational cell family by area after synthesis is adder cells. The worst setup path is of the input pin to primary output kind. The routed length per instance is between 7 and 8 um. Of the total synthesized cell area, the portion taken by AND, OR, NAND and NOR gates is 0.0860. Excluding fillers, the count of instances in the completed layout stands at between 70 and 80.

The final max-slew violation count is 0. Yosys mapped the design onto 8 distinct sky130hd cell types. Dividing the synthesized area by the synthesized cell count gives between 8 and 9 um^2. The post-place instance area is 292 um^2. The share of the Yosys chip area taken by registers is 0. The placer's final routability congestion estimate is about 0.75. The first global-routing pass estimated 903 um of wire. In the global route stage, overall resource usage came out at 0.0173. The layout summary lists the proportion of cells stronger than drive strength 1 as 0.862. The total cells reported by yosys after synthesis is 14. The wire length recorded after detailed routing is around 560 um. The number of top-level design ports is 11.

Summed over all nets, the half-perimeter wirelength after detailed placement is approximately 450 um. 0 antenna diodes ended up in the layout. In the synthesis report, Yosys lists the chip area as 116 um^2.

The signed area change from the synthesized netlist to the final layout is 218%. The final routed DRC violation total is 0. The remaining number of nets flagged by the antenna check after routing is 0. For the final routed database, the setup TNS stands at 0 ns. The post-synthesis instance area is ~120 um^2. The post-layout minimum cycle time is 1.52 ns. The endpoint type of the worst setup path is a primary output. The final setup violation count is 0. Setup repair after global routing left no endpoint under its margin.

The remaining max-slew budget at the tightest pin is 0.859. The leftover overflow at the end of global routing is 0. The area of the placeable core is 0.00342 mm^2. The run finished with clean final reports. For the worst setup path, the data arrival time is ~1.2 ns.

The path class of the lowest-slack min-delay path is input pin to primary output. According to the floorplan report, the total die area is about 0.0064 mm^2. Detailed-route iteration 0 reported a violation count of 5.

The source of the worst hold timing path is a3. The gate count of the mapped netlist is 14. Sequential cells placed in the final layout were counted as 0.
layer usage:
layer,global-route usage,up-vias,wire [um]
li1,-,83,-
met1,0.0224,67,238
met2,0.0265,8,217
met3,0.00909,0,100
met4,0,0,0
met5,0,-,0
cell type report:
cell class	instances	area (um^2)	share of cell area
well taps	46	57.6	0.155
multi-input cells	10	179	0.483
repair buffers	15	116	0.314
inverters	4	17.5	0.0473
cells in the mapped netlist, drive strengths merged:
cell type	instances	area, um^2
ha	4	50.1
inv	4	15.0
a211oi	1	12.5
a41oi	1	8.76
and4	1	10.0
o21a	1	7.51
o21ai	1	5.00
o21bai	1	7.51
worst max-delay path: stages:
cell	delay (ns)
sky130_fd_sc_hd__clkdlybuf4s15_1	0.20
sky130_fd_sc_hd__ha_4	0.28
sky130_fd_sc_hd__and4_4	0.20
sky130_fd_sc_hd__dlygate4sd2_1	0.20
path summary, 6_finish.rpt:
check                 endpoint  depth (start not counted)
worst max-delay path    equals                          4
worst min-delay path  a_bigger                          4
what timing repair did:
item / 4_1_cts / 5_1_grt
buffers inserted: 3 / 1
gates resized: 42 / 9
setup endpoints to repair: 3 / 2
pin swaps: 9 / 6
through the flow:
stage	hold slack, ns	power (mW)	util
after floorplan	0.849	0.0246	-
after global placement	1.82	0.0689	0.0853
after detailed placement	1.82	0.0690	0.0853
after CTS	1.18	0.0938	0.106
after global routing	1.10	0.115	0.108
final	1.08	0.104	0.108
kinds of logic after synthesis:
family                   Yosys count
AND-OR/OR-AND                      5
buffers and inverters              4
adder cells (fa/ha/maj)            4
AND/OR/NAND/NOR                    1
power by group:
part,switching [mW],total [mW],internal (mW)
registers,0,0,0
logic,0.0403,0.104,0.0638
clock network,0,0,0
Power figures rest on the tool's default switching activity, not on a simulated workload.
